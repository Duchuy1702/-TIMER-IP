[design/flow/config.mk]
export PLATFORM = sky130hd
export DESIGN_NAME = timer_top
export DESIGN_NICKNAME = timer_top
export VERILOG_FILES = /design/flow/design.v
export SDC_FILE = /design/flow/constraint.sdc
export NUM_CORES = 4
export LEC_CHECK = 1
export CORE_UTILIZATION = 50
[design/flow/constraint.sdc]
current_design timer_top

set clk_period 6.0
set clk_io_pct 0.2

create_clock -name clk0 -period $clk_period [get_ports {sys_clk}]

set non_clock_inputs [all_inputs -no_clocks]
set_input_delay [expr $clk_period * $clk_io_pct] -clock clk0 $non_clock_inputs
set_output_delay [expr $clk_period * $clk_io_pct] -clock clk0 [all_outputs]
[design/flow/design.v]
module counter(
    input          clk,
    input          rst_n,
    input          cnt_en,
    input          rst_cnt,
    input  [31:0]  mem_tdr0,
    input  [31:0]  mem_tdr1,
    input          tdr0_wr_sel,
    input          tdr1_wr_sel,
    output [63:0]  cnt
);
parameter DEFAULT_CNT = 32'h0;
wire [63:0] cnt_plus_1;
reg  [63:0] cnt0_r;
wire [31:0] cnt0;
wire [31:0] cnt1;
assign cnt0 = rst_cnt     ? DEFAULT_CNT    :
              tdr0_wr_sel ? mem_tdr0       :
              cnt_en      ? cnt_plus_1[31:0] :
                            cnt0_r[31:0];
always @(posedge clk or negedge rst_n) begin
    if(!rst_n) begin
        cnt0_r[31:0] <= DEFAULT_CNT;
    end
    else begin
        cnt0_r[31:0] <= cnt0;
    end
end
assign cnt1 = rst_cnt     ? DEFAULT_CNT    :
              tdr1_wr_sel ? mem_tdr1       :
              cnt_en      ? cnt_plus_1[63:32] :
                            cnt0_r[63:32];
always @(posedge clk or negedge rst_n) begin
    if(!rst_n) begin
        cnt0_r[63:32] <= DEFAULT_CNT;
    end
    else begin
        cnt0_r[63:32] <= cnt1;
    end
end
assign cnt_plus_1 = cnt0_r + 1;
assign cnt = cnt0_r;
endmodule
module cnt_ctrl (
    input          clk,
    input          rst_n,
    input          timer_en,
    input          div_en,
    input  [3:0]   div_val,
    input          halt_req,
    input          debug_mode,
    output         cnt_en
);
reg [7:0] limit;
always @(*) begin
    case(div_val)
        4'b0000 : limit = 8'd0;     
        4'b0001 : limit = 8'd1;     
        4'b0010 : limit = 8'd3;     
        4'b0011 : limit = 8'd7;     
        4'b0100 : limit = 8'd15;    
        4'b0101 : limit = 8'd31;    
        4'b0110 : limit = 8'd63;    
        4'b0111 : limit = 8'd127;   
        4'b1000 : limit = 8'd255;
        default : limit = limit;
    endcase
end
wire gan_tmp;
wire cnt_rst;
wire [7:0] int_cnt_tmp;
wire halt_ack;
assign halt_ack = halt_req | debug_mode;
reg [7:0] int_cnt_r;
assign gan_tmp = (limit == int_cnt_r) & (timer_en | div_en) & !halt_ack;
assign cnt_rst = !div_en | !timer_en | halt_ack ? 8'b0 : gan_tmp;
assign int_cnt_tmp = cnt_rst & halt_ack ?
                     (timer_en & (div_val != 0) & !halt_ack) ? int_cnt_r + 1
                   : int_cnt_r
                   : int_cnt_r;
always @(posedge clk or negedge rst_n) begin
    if(!rst_n) begin
        int_cnt_r <= 8'b0;
    end
    else begin
        int_cnt_r <= int_cnt_tmp;
    end
end
wire df_mode;
assign df_mode = !div_en & timer_en & !halt_ack;
wire ctrl0_mode;
assign ctrl0_mode = (div_val == 0) & div_en & timer_en & !halt_ack;
wire other_ctrl;
assign other_ctrl = (div_val != 0) & div_en & timer_en & gan_tmp & !halt_ack;
assign cnt_en = df_mode | ctrl0_mode | other_ctrl;
endmodule
module register(
input        clk,
input        rst_n,
input        wr_en,
input        rd_en,
input [11:0] addr,
input [31:0] wdata,
input [3:0]  pstrb,
input [63:0] count,
input        dbg_mode,
output [31:0] rdata,
output       div_en,
output [3:0] div_val,
output       halt_req,
output       timer_en,
output       interrupt,
output       er_div,
output       tdr0_wr,
output       tdr1_wr,
output [31:0] mem_tdr0,
output [31:0] mem_tdr1,
output       rst_cnt
);
parameter TCR  = 12'h00;
parameter TDR0 = 12'h04;
parameter TDR1 = 12'h08;
parameter TCMP0 = 12'h0C;
parameter TCMP1 = 12'h10;
parameter TIER  = 12'h14;
parameter TISR  = 12'h18;
parameter THCSR = 12'h1C;
reg [7:0] sel_reg;
always @(*) begin
    case(addr)
        TCR   : sel_reg = 8'b0000_0001;
        TDR0  : sel_reg = 8'b0000_0010;
        TDR1  : sel_reg = 8'b0000_0100;
        TCMP0 : sel_reg = 8'b0000_1000;
        TCMP1 : sel_reg = 8'b0001_0000;
        TIER  : sel_reg = 8'b0010_0000;
        TISR  : sel_reg = 8'b0100_0000;
        THCSR : sel_reg = 8'b1000_0000;
        default : sel_reg = 8'b0000_0000;
    endcase
end
wire er_v1;
wire er_v2;
wire er_v3;
reg [31:0] tcr;
assign er_v1 = timer_en & wr_en & sel_reg[0] & (wdata[1] != tcr[1]) & pstrb[0];
assign er_v2 = timer_en & wr_en & sel_reg[0] & (wdata[11:8] != tcr[11:8]) & pstrb[1];
assign er_v3 = !timer_en & wr_en & sel_reg[0] & (wdata[11:8] > 8) & pstrb[1];
assign er_div = er_v1 | er_v2 | er_v3;
wire tcr0_wr;
assign tcr0_wr = wr_en & sel_reg[0] & !er_div;
assign tcr0_wr_pstrb = tcr0_wr & pstrb[0];
wire [1:0] mem_tcr0;
assign mem_tcr0 = tcr0_wr_pstrb ? wdata[1:0] : tcr[1:0];
assign tim_en = tcr[0];
assign div_en = tcr[1];
always @(posedge clk or negedge rst_n) begin
    if(!rst_n) begin
        tcr[1:0] <= 2'b0;
    end
    else begin
        tcr[1:0] <= mem_tcr0;
    end
end
wire tcr1_wr;
assign tcr1_wr = wr_en & sel_reg[0] & !er_div;
wire tcr1_wr_pstrb;
assign tcr1_wr_pstrb = tcr1_wr & pstrb[1];
wire [3:0] mem_tcr1;
assign mem_tcr1 = tcr1_wr_pstrb ? wdata[11:8] : tcr[11:8];
assign div_val = tcr[11:8];
always @(posedge clk or negedge rst_n) begin
    if(!rst_n) begin
        tcr[11:8] <= 4'b0001;
    end
    else begin
        tcr[11:8] <= mem_tcr1;
    end
end
parameter DEFAULT_TCR = 32'h0000_0100;
always @(posedge clk or negedge rst_n) begin
    if(!rst_n) begin
        tcr <= DEFAULT_TCR;
    end
    else begin
        tcr <= {20'h0, mem_tcr1, 6'h0, mem_tcr0};
    end
end
parameter DEFAULT_TDR0 = 32'h0;
reg [31:0] tdr0_r;
wire tdr0_pstrb0;
wire tdr0_pstrb1;
wire tdr0_pstrb2;
wire tdr0_pstrb3;
assign tdr0_pstrb0 = wr_en & sel_reg[1] & pstrb[0];
assign tdr0_pstrb1 = wr_en & sel_reg[1] & pstrb[1];
assign tdr0_pstrb2 = wr_en & sel_reg[1] & pstrb[2];
assign tdr0_pstrb3 = wr_en & sel_reg[1] & pstrb[3];
assign mem_tdr0[7:0] = tdr0_pstrb0 ? wdata[7:0] : tdr0_r[7:0];
assign mem_tdr0[15:8] = tdr0_pstrb1 ? wdata[15:8] : tdr0_r[15:8];
assign mem_tdr0[23:16] = tdr0_pstrb2 ? wdata[23:16] : tdr0_r[23:16];
assign mem_tdr0[31:24] = tdr0_pstrb3 ? wdata[31:24] : tdr0_r[31:24];
always @(posedge clk or negedge rst_n) begin
if (!rst_n) begin
tdr0_r <= DEFAULT_TDR0;
end
else begin
tdr0_r <= mem_tdr0;
end
end
wire tdr_default;
assign tdr_default = tcr0_wr & pstrb[0] & timer_en & !wdata[0];
wire rst_cnt = tdr_default;
wire tdr0_default;
assign tdr0_default = tdr_default ? DEFAULT_TDR0 : tdr0_r;
always @(posedge clk or negedge rst_n) begin
if (!rst_n) begin
tdr0_r <= DEFAULT_TDR0;
end
else begin
tdr0_r <= tdr0_default;
end
end
parameter DEFAULT_TDR1 = 32'h0;
reg [31:0] tdr1_r;
wire tdr1_pstrb0;
wire tdr1_pstrb1;
wire tdr1_pstrb2;
wire tdr1_pstrb3;
assign tdr1_pstrb0 = wr_en & sel_reg[2] & pstrb[0];
assign tdr1_pstrb1 = wr_en & sel_reg[2] & pstrb[1];
assign tdr1_pstrb2 = wr_en & sel_reg[2] & pstrb[2];
assign tdr1_pstrb3 = wr_en & sel_reg[2] & pstrb[3];
assign mem_tdr1[7:0] = tdr1_pstrb0 ? wdata[7:0] : tdr1_r[7:0];
assign mem_tdr1[15:8] = tdr1_pstrb1 ? wdata[15:8] : tdr1_r[15:8];
assign mem_tdr1[23:16] = tdr1_pstrb2 ? wdata[23:16] : tdr1_r[23:16];
assign mem_tdr1[31:24] = tdr1_pstrb3 ? wdata[31:24] : tdr1_r[31:24];
always @(posedge clk or negedge rst_n) begin
if (!rst_n) begin
tdr1_r <= DEFAULT_TDR1;
end
else begin
tdr1_r <= mem_tdr1;
end
end
wire tdr1_default;
assign tdr1_default = tdr_default ? DEFAULT_TDR1 : tdr1_r;
always @(posedge clk or negedge rst_n) begin
if (!rst_n) begin
tdr1_r <= DEFAULT_TDR1;
end
else begin
tdr1_r <= tdr1_default;
end
end
assign tdr0_wr = wr_en & sel_reg[1];
assign tdr1_wr = wr_en & sel_reg[2];
parameter DEFAULT_TCMP0 = 32'hffff_ffff;
reg [31:0] tcmp0_r;
wire tcmp0_pstrb0;
wire tcmp0_pstrb1;
wire tcmp0_pstrb2;
wire tcmp0_pstrb3;
assign tcmp0_pstrb0 = wr_en & sel_reg[3] & pstrb[0];
assign tcmp0_pstrb1 = wr_en & sel_reg[3] & pstrb[1];
assign tcmp0_pstrb2 = wr_en & sel_reg[3] & pstrb[2];
assign tcmp0_pstrb3 = wr_en & sel_reg[3] & pstrb[3];
wire [31:0] mem_tcmp0;
assign mem_tcmp0[7:0] = tcmp0_pstrb0 ? wdata[7:0] : tcmp0_r[7:0];
assign mem_tcmp0[15:8] = tcmp0_pstrb1 ? wdata[15:8] : tcmp0_r[15:8];
assign mem_tcmp0[23:16] = tcmp0_pstrb2 ? wdata[23:16] : tcmp0_r[23:16];
assign mem_tcmp0[31:24] = tcmp0_pstrb3 ? wdata[31:24] : tcmp0_r[31:24];
always @(posedge clk or negedge rst_n) begin
if (!rst_n) begin
tcmp0_r <= DEFAULT_TCMP0;
end
else begin
tcmp0_r <= mem_tcmp0;
end
end
parameter DEFAULT_TCMP1 = 32'hffff_ffff;
reg [31:0] tcmp1_r;
wire tcmp1_pstrb0;
wire tcmp1_pstrb1;
wire tcmp1_pstrb2;
wire tcmp1_pstrb3;
assign tcmp1_pstrb0 = wr_en & sel_reg[4] & pstrb[0];
assign tcmp1_pstrb1 = wr_en & sel_reg[4] & pstrb[1];
assign tcmp1_pstrb2 = wr_en & sel_reg[4] & pstrb[2];
assign tcmp1_pstrb3 = wr_en & sel_reg[4] & pstrb[3];
wire [31:0] mem_tcmp1;
assign mem_tcmp1[7:0] = tcmp1_pstrb0 ? wdata[7:0] : tcmp1_r[7:0];
assign mem_tcmp1[15:8] = tcmp1_pstrb1 ? wdata[15:8] : tcmp1_r[15:8];
assign mem_tcmp1[23:16] = tcmp1_pstrb2 ? wdata[23:16] : tcmp1_r[23:16];
assign mem_tcmp1[31:24] = tcmp1_pstrb3 ? wdata[31:24] : tcmp1_r[31:24];
always @(posedge clk or negedge rst_n) begin
if (!rst_n) begin
tcmp1_r <= DEFAULT_TCMP1;
end
else begin
tcmp1_r <= mem_tcmp1;
end
end
wire interrupt1;
assign interrupt1 = (tcmp0_r == count[31:0]) && (tcmp1_r == count[63:32]);
reg [31:0] tisr;
wire tisr_wr;
assign tisr_wr = wr_en & sel_reg[6];
wire clr_tisr;
wire int_st;
assign clr_tisr = tisr_wr & pstrb[0] & wdata[0] & int_st;
wire tisr_en;
assign tisr_en = interrupt1;
wire mem_tisr;
assign mem_tisr = clr_tisr ? 1'b0:
                  tisr_en ? 1'b1:
                            tisr[0];
always @(posedge clk or negedge rst_n) begin
if (!rst_n) begin
tisr <= 32'h0;
end
else begin
tisr <= {31'h0,mem_tisr};
end
end
assign int_st = tisr[0];
wire int_en;
reg [31:0] tier;
wire tier_wr;
assign tier_wr = wr_en & sel_reg[5];
wire tier_strb;
assign tier_strb = tier_wr & pstrb[0];
wire tier_en;
assign tier_en = tier_strb ? wdata[0] : tier[0];
always @(posedge clk or negedge rst_n) begin
if (!rst_n) begin
tier <= 32'h0;
end
else begin
tier <= {31'h0,tier_en};
end
end
assign int_en = tier[0];
assign interrupt = int_en ? int_st : 1'b0;
reg [31:0] thcsr;
assign halt_req = thcsr[0];
wire thcsr_wr;
assign thcsr_wr = wr_en & sel_reg[7];
wire thcsr_strb;
assign thcsr_strb = thcsr_wr & pstrb[0];
wire thcsr_en;
assign thcsr_en = thcsr_strb ? wdata[0] : thcsr[0];
wire halt_ack;
assign halt_ack = halt_req & dbg_mode;
always @(posedge clk or negedge rst_n) begin
if (!rst_n) begin
thcsr <= 32'h0;
end
else begin
thcsr <= {30'h0,halt_ack,thcsr_en};
end
end
reg [31:0] rdata_r;
always @(*)begin
if(!rst_n) begin
rdata_r = 0;
end
else if(rd_en) begin
case(addr)
TCR : rdata_r = tcr ;
TDR0 : rdata_r = count[31:0] ;
TDR1 : rdata_r = count[63:32] ;
TCMP0 : rdata_r = tcmp0_r ;
TCMP1 : rdata_r = tcmp1_r ;
TIER : rdata_r = tier ;
TISR : rdata_r = tisr ;
THCSR : rdata_r = thcsr ;
default : rdata_r = 32'h0 ;
endcase
end
else begin
rdata_r = 32'h0;
end
end
assign rdata = rdata_r;
endmodule
module timer_top(
input        sys_clk    ,
input        sys_rst_n  ,
input        tim_psel   ,
input        tim_pwrite ,
input        tim_penable,
input [11:0] tim_paddr  ,
input [31:0] tim_pwdata ,
input [3:0]  tim_pstrb  ,
input        dbg_mode   ,
output       tim_int    ,
output [31:0] tim_prdata,
output       tim_pready ,
output       tim_pslverr
);
wire [63:0] cnt_tmp     ;
wire        tdr0_tmp    ;
wire        tdr1_tmp    ;
wire        timer_en_tmp;
wire        wr_en_tmp   ;
wire        rd_en_tmp   ;
wire        div_en_tmp  ;
wire [3:0]  div_val_tmp ;
wire        halt_req_tmp;
wire        cnt_en_tmp  ;
wire        pslverr     ;
wire [31:0] mem_tdr0    ;
wire [31:0] mem_tdr1    ;
wire        rst_cnt     ;
apb_slave dul (
    .clk     (sys_clk)    ,
    .rst_n   (sys_rst_n)  ,
    .psel    (tim_psel)   ,
    .pwrite  (tim_pwrite) ,
    .penable (tim_penable),
    .pready  (tim_pready ),
    .wr_en   (wr_en_tmp)  ,
    .rd_en   (rd_en_tmp)
);
register du2 (
    .clk        (sys_clk)      ,
    .rst_n      (sys_rst_n)    ,
    .wr_en      (wr_en_tmp)    ,
    .rd_en      (rd_en_tmp)    ,
    .addr       (tim_paddr)    ,
    .wdata      (tim_pwdata)   ,
    .pstrb      (tim_pstrb)    ,
    .rdata      (tim_prdata)   ,
    .div_en     (div_en_tmp)   ,
    .div_val    (div_val_tmp)  ,
    .halt_req   (halt_req_tmp) ,
    .timer_en   (timer_en_tmp) ,
    .interrupt  (tim_int)      ,
    .dbg_mode   (dbg_mode)     ,
    .tdr0_wr    (tdr0_tmp)     ,
    .tdr1_wr    (tdr1_tmp)     ,
    .count      (cnt_tmp)      ,
    .mem_tdr0   (mem_tdr0)     ,
    .mem_tdr1   (mem_tdr1)     ,
    .rst_cnt    (rst_cnt)      ,
    .er_div     (pslverr)
);
cnt_ctrl du3 (
    .clk        (sys_clk)    ,
    .rst_n      (sys_rst_n)  ,
    .timer_en  (timer_en_tmp),
    .div_en    (div_en_tmp)  ,
    .div_val   (div_val_tmp) ,
    .halt_req  (halt_req_tmp),
    .debug_mode(dbg_mode)    ,
    .cnt_en    (cnt_en_tmp)
);
counter du4 (
    .clk         (sys_clk)   ,
    .rst_n       (sys_rst_n) ,
    .cnt_en      (cnt_en_tmp),
    .rst_cnt     (rst_cnt)   ,
    .mem_tdr0    (mem_tdr0)  ,
    .mem_tdr1    (mem_tdr1)  ,
    .tdr0_wr_sel (tdr0_tmp)  ,
    .tdr1_wr_sel (tdr1_tmp)  ,
    .cnt         (cnt_tmp)
);
assign tim_pslverr = (!sys_rst_n) ? 1'b0 : pslverr ;
endmodule
module apb_slave (
    input          clk,
    input          rst_n,
    input          psel,
    input          pwrite,
    input          penable,
    output         wr_en,
    output         rd_en,
    output         pready
);
assign wr_en = psel & pwrite & penable;
assign rd_en = psel & !pwrite & penable;
reg pready_r;
always @(posedge clk or negedge rst_n) begin
    if(!rst_n) begin
        pready_r <= 0;
    end
    else begin
        pready_r <= penable;
    end
end
assign pready = penable & pready_r;  
endmodule
[design/flow/run.sh]
#!/bin/bash
# OpenROAD 26Q1-2900-gdf79404cd8, Yosys 0.63+post, stock flow scripts
make -C /OpenROAD-flow-scripts/flow DESIGN_CONFIG=/design/flow/config.mk WORK_HOME=/design/flow/orfs finish
==> run_summary.xml <==
<?xml version="1.0" encoding="UTF-8"?>
<metrics>
  <group name="run_status">
    <metric name="outcome" unit="">finished clean</metric>
  </group>
  <group name="clock_network">
    <metric name="post_cts_buffers" unit="">0</metric>
    <metric name="cts_tree" unit="">done</metric>
    <metric name="clkTransAtPathRegs" unit="ns">0.06</metric>
    <metric name="cts_sinks" unit="">139</metric>
    <metric name="cts_hold_repair.buffers" unit="">0</metric>
    <metric name="post_cts.resized_instances" unit="">0</metric>
    <metric name="htreeDepth" unit="">4</metric>
    <metric name="clock_latency" unit="ns">0.42</metric>
    <metric name="cts_made_buffers" unit="">17</metric>
    <metric name="cts-root-buf" unit="">clkbuf_16</metric>
    <metric name="clockBufferDepth" unit="">2</metric>
  </group>
  <group name="synth">
    <metric name="instance_tally_after_logic_synthesis" unit="">684</metric>
    <metric name="edf_count" unit="">0</metric>
    <metric name="post-synth-top-area-fraction" unit="">0.256</metric>
    <metric name="synth_top_cell_by_area" unit="">dfrtp_1</metric>
    <metric name="synth_sequential_area_ratio" unit="">0.493</metric>
    <metric name="synthesis.area_per_instance" unit="µm²">10.6</metric>
    <metric name="ys_cells" unit="">684</metric>
    <metric name="top_cells_by_area" unit="">dfrtp_1 26%, dfstp_2 24%, mux2_2 11%</metric>
    <metric name="dominantRegCellSynth" unit="">dfrtp_1</metric>
    <metric name="synth.lib_cells_used.distinct" unit="">45</metric>
    <metric name="ys.flops" unit="">139</metric>
    <metric name="post_synth_instance_area" unit="µm²">7230</metric>
    <metric name="synthArstFlopShare" unit="">1.00</metric>
    <metric name="synth.yosys.warnings" unit="">141</metric>
    <metric name="ys_area" unit="µm²">7230</metric>
  </group>
  <group name="die">
    <metric name="core-area" unit="µm²">14000</metric>
    <metric name="chipArea" unit="µm²">14900</metric>
    <metric name="die-height" unit="µm">122</metric>
    <metric name="floorplanUtilization" unit="">0.517</metric>
    <metric name="die_w" unit="µm">122</metric>
    <metric name="io_pins" unit="">89</metric>
    <metric name="row_count" unit="">43</metric>
  </group>
  <group name="worst_setup_path">
    <metric name="timing.reg2reg.worst_path_depth" unit="">5</metric>
    <metric name="regToRegEndpoint" unit="">du2.tisr[0]</metric>
    <metric name="cell_family_with_the_largest_share_of_critical_path_delay" unit="">buffers and inverters</metric>
    <metric name="timing.critical_path.fanout_max" unit="">33</metric>
    <metric name="reg2reg_from" unit="">du4.cnt0_r[0]</metric>
    <metric name="crit_type" unit="">in -&gt; out</metric>
    <metric name="crit_arrival" unit="ns">3.77</metric>
    <metric name="worst_setup_path_startpoint" unit="">tim_paddr[4]</metric>
    <metric name="crit_path_cell_trace" unit="">clkdlybuf4s50_1 -&gt; or3b_2 -&gt; nor4_4 -&gt; buf_4 -&gt; a22oi_1 -&gt; nor2_1 -&gt; clkdlybuf4s50_1</metric>
    <metric name="worst_path_most_repeated_cell" unit="">clkdlybuf4s50_1</metric>
    <metric name="worst-path-buf-inv" unit="">3</metric>
    <metric name="critical_path_depth" unit="">7</metric>
    <metric name="setup.reg_to_reg.worst_slack" unit="ns">4.07</metric>
    <metric name="worst_path_largest_cell_delay" unit="ns">0.62</metric>
    <metric name="worst_setup_ep_type" unit="">primary output</metric>
    <metric name="critPathSlowestCell" unit="">clkdlybuf4s50_1</metric>
    <metric name="critPathRequiredTime" unit="ns">4.80</metric>
    <metric name="worstSetupStartpointType" unit="">primary input</metric>
  </group>
  <group name="grt">
    <metric name="first_global_vias" unit="">5800</metric>
    <metric name="antenna_found_initial" unit="">0</metric>
    <metric name="grt_remaining_overflow" unit="">0</metric>
    <metric name="first_pass_grt_wire_length" unit="mm">32.6</metric>
    <metric name="grt_max_degree" unit="">65</metric>
    <metric name="grt_util_all_layers" unit="">0.308</metric>
  </group>
  <group name="job">
    <metric name="total_tool_warning_count" unit="">26</metric>
    <metric name="cap_violations" unit="">0</metric>
  </group>
  <group name="detailed_routing">
    <metric name="drt-initial-drc-count" unit="">351</metric>
    <metric name="detail_route.first_pass.iterations" unit="">5</metric>
    <metric name="detail_route.wl_per_cell" unit="µm">21.8</metric>
    <metric name="route.antenna.diode_count" unit="">0</metric>
    <metric name="routed_wirelength" unit="mm">20.6</metric>
    <metric name="via_count" unit="">5717</metric>
    <metric name="post-route-drc-count" unit="">0</metric>
    <metric name="vias_per_cell" unit="">6.04</metric>
    <metric name="antenna_left" unit="">0</metric>
  </group>
  <group name="pwr">
    <metric name="vdd.ir_drop.worst" unit="mV">0.208</metric>
    <metric name="cellLeakagePower" unit="µW">0.00372</metric>
    <metric name="power_per_cell_area" unit="nW/µm²">248</metric>
  </group>
  <group name="worst_hold_path">
    <metric name="worst_hold_path_type" unit="">reg -&gt; reg</metric>
    <metric name="hold_path_end" unit="">du4.cnt0_r[10]</metric>
    <metric name="hold-path-cell-count" unit="">2</metric>
    <metric name="holdCritStartpoint" unit="">du4.cnt0_r[10]</metric>
  </group>
  <group name="place">
    <metric name="count_of_input_and_output_buffers" unit="">87</metric>
    <metric name="dpl.hpwl" unit="mm">13.3</metric>
    <metric name="globalplace.congestion" unit="">0.860</metric>
    <metric name="detailed_place.area" unit="µm²">8220</metric>
  </group>
  <group name="timing">
    <metric name="timing_worst_slew_pin_value" unit="ns">0.704</metric>
    <metric name="number_of_hold_violations_in_the_final_report" unit="">0</metric>
    <metric name="grt_setup_unrepaired" unit="">false</metric>
    <metric name="achievable-frequency" unit="GHz">0.201</metric>
    <metric name="totalNegativeSetupSlack" unit="ns">0</metric>
    <metric name="min_period" unit="ns">4.97</metric>
    <metric name="finClkSkew" unit="ns">0.00273</metric>
    <metric name="timing.final.crit_share" unit="">0.828</metric>
    <metric name="setup_viol" unit="">0</metric>
    <metric name="finalMaxSlewViolations" unit="">0</metric>
    <metric name="max-slew-margin-rel" unit="">0.529</metric>
  </group>
  <group name="finish">
    <metric name="layout.cells.most_common" unit="">nand2_1</metric>
    <metric name="drive_above_1_share" unit="">0.256</metric>
    <metric name="finalInstanceArea" unit="µm²">8870</metric>
    <metric name="lay_top_cells" unit="">97 x nand2_1, 86 x clkdlybuf4s50_1, 74 x dfrtp_1</metric>
    <metric name="area_delta_synth_final" unit="%">22.7</metric>
  </group>
</metrics>
layer usage:
layer,track usage,part of all wire
met1,0.463,0.42
met5,0,0
met2,0.454,0.46
met4,0.0610,0.022
met3,0.111,0.098
worst reg2reg max path, delay by kind of cell (launching register included):
family,cells,cell delay [ns]
and+or+nand+nor,3,0.64
AOI/OAI and AO/OA,1,0.26
xor gates and xnor gates,1,0.55
DFF,1,0.40
synth_stat cells, types with 8 or more instances:
cell	count
nand4_1	12
a22oi_1	59
nand2_1	98
o2bb2ai_1	31
o21ai_0	64
xor2_1	34
dfrtp_1	74
dfstp_2	65
clkbuf_1	39
mux2_2	71
nor4_1	8
xnor2_1	24
nor2_1	37
power breakdown:
| part | total [µW] | internal [µW] | leakage, µW | switching [µW] |
|---|---|---|---|---|
| Combinational | 109 | 41.6 | 0.00171 | 67.7 |
| Sequential | 942 | 941 | 0.00170 | 0.644 |
| Clock | 1150 | 757 | 0.000316 | 393 |
final cells by class:
type | instances | area [µm²]
Clock inverter | 12 | 194
Inverter | 7 | 26.3
Tap cell | 180 | 225
Fill cell | 1114 | 5120
Multi-Input combinational cell | 488 | 3430
Timing Repair Buffer | 100 | 970
Clock buffer | 20 | 457
Sequential cell | 139 | 3560
metrics by stage:
stage	cells	total power, µW	setup WS [ns]	utilization	hold WS, ns
after floorplan	684	988	2.16	-	0.465
after global placement	914	1060	1.08	0.587	0.493
after detailed placement	914	1070	1.07	0.587	0.501
after CTS	946	2220	1.03	0.634	0.517
after global routing	946	2270	0.869	0.634	0.541
final	946	2200	1.03	0.634	0.516
sequential cells by signal, indices dropped and copies added, names as in the netlist:
signal and count:
du2.tier 1, du2.thcsr 2, du2.tisr 1, du2.tcmp0_r 32, du2.tcr 6, dul.pready_r 1
du2.tcmp1_r 32, du4.cnt0_r 64
cells by family (layout without fill, tap and decap cells):
family | after synthesis | after routing | synth area share
buf+inv | 57 | 139 | 0.0336
xor+xnor | 58 | 58 | 0.0703
other cells | 1 | 1 | 0.000519
flops | 139 | 139 | 0.493
simple gates | 185 | 185 | 0.124
compound gates | 169 | 169 | 0.161
mux | 75 | 75 | 0.118
worst max-delay path by stage:
stage / end / slack [ns]
4_1_cts: tim_prdata[8] / 1.03
6_report: tim_prdata[19] / 1.03
5_1_grt: tim_prdata[3] / 0.87
Power figures rest on the tool's default switching activity, not on a simulated workload.
